<file path="./run.sh">
#!/bin/bash
# OpenROAD 26Q1-2900-gdf79404cd8, Yosys 0.63+post, stock flow scripts
make -C /OpenROAD-flow-scripts/flow DESIGN_CONFIG=/design/flow/config.mk WORK_HOME=/design/flow/orfs finish
</file>
<file path="./config.mk">
export PLATFORM = sky130hd
export DESIGN_NAME = mergeBoard
export DESIGN_NICKNAME = mergeBoard
export VERILOG_FILES = /design/flow/design.v
export SDC_FILE = /design/flow/constraint.sdc
export NUM_CORES = 4
export LEC_CHECK = 1
export CORE_UTILIZATION = 40
</file>
<file path="./constraint.sdc">
current_design mergeBoard

set clk_period 17.7
set clk_io_pct 0.2

create_clock -name clk0 -period $clk_period

set non_clock_inputs [all_inputs -no_clocks]
set_input_delay [expr $clk_period * $clk_io_pct] -clock clk0 $non_clock_inputs
set_output_delay [expr $clk_period * $clk_io_pct] -clock clk0 [all_outputs]
</file>
<file path="./design.v">
module selectBoard(num, X0_all, X1_all, X2_all, Y_all);
    input [1:0] num;
    input [79:0] X0_all, X1_all, X2_all;
    output [79:0] Y_all;
    function [79:0] sel;
        input [1:0] which;
        input [79:0] a;
        input [79:0] b;
        input [79:0] c;
        case (which)
            2'd0: sel = a;
            2'd1: sel = b;
            2'd2: sel = c;
            default: sel = c;
        endcase
    endfunction
    assign Y_all = sel(num, X0_all, X1_all, X2_all);
endmodule
module fillEmptyCell(cell_all_in, cell_all_out, random_pos, random_prob, calc_done);
    input [79:0] cell_all_in;
    output reg [79:0] cell_all_out;
    input [3:0] random_pos;
    input [5:0] random_prob;
    output reg calc_done;
    wire [79:0] mask;
    wire [4:0] selected_cell;
    assign mask = {80{1'b1}} ^ (5'b11111 << (5*random_pos));
    select5From80 bitsel1(.X_all(cell_all_in), .pos(random_pos), .ans(selected_cell));
    always @* begin
        if(selected_cell == 0) begin
            if(random_prob == 0) begin
                cell_all_out <= (mask & cell_all_in) | (5'b00100 << (5*random_pos));
            end else begin
                cell_all_out <= (mask & cell_all_in) | (5'b00010 << (5*random_pos));
            end
            calc_done <= 1;
        end else begin
            cell_all_out <= 80'bx;
            calc_done <= 0;
        end
    end
endmodule
module mergeBoard(board_in, movDir, movable, board_after);
    input [79:0] board_in;
    input [1:0] movDir;
    output movable;
    output [79:0] board_after;
    wire [79:0] rotated, merged;
    wire movable0, movable1, movabl2, movable3;
    rotateBoard rb(.X_all(board_in), .Y_all(rotated), .dir(movDir));
    unRotateBoard urb(.X_all(merged), .Y_all(board_after), .dir(movDir));
    logic2048SingleLine logicL0(.x0(rotated[4:0]), .x1(rotated[9:5]), .x2(rotated[14:10]), .x3(rotated[19:15]), .y0(merged[4:0]), .y1(merged[9:5]), .y2(merged[14:10]), .y3(merged[19:15]), .movable(movable0));
    logic2048SingleLine logicL1(.x0(rotated[24:20]), .x1(rotated[29:25]), .x2(rotated[34:30]), .x3(rotated[39:35]), .y0(merged[24:20]), .y1(merged[29:25]), .y2(merged[34:30]), .y3(merged[39:35]), .movable(movable1));
    logic2048SingleLine logicL2(.x0(rotated[44:40]), .x1(rotated[49:45]), .x2(rotated[54:50]), .x3(rotated[59:55]), .y0(merged[44:40]), .y1(merged[49:45]), .y2(merged[54:50]), .y3(merged[59:55]), .movable(movable2));
    logic2048SingleLine logicL3(.x0(rotated[64:60]), .x1(rotated[69:65]), .x2(rotated[74:70]), .x3(rotated[79:75]), .y0(merged[64:60]), .y1(merged[69:65]), .y2(merged[74:70]), .y3(merged[79:75]), .movable(movable3));
    assign movable = movable0 | movable1 | movable2 | movable3;
endmodule
module rotateBoard(X_all, Y_all, dir);
    input [79:0] X_all;
    input [1:0] dir;
    output reg [79:0] Y_all;
    always @* begin
        if (dir == 0) begin
            Y_all[4:0] <= X_all[4:0];
            Y_all[9:5] <= X_all[9:5];
            Y_all[14:10] <= X_all[14:10];
            Y_all[19:15] <= X_all[19:15];
            Y_all[24:20] <= X_all[24:20];
            Y_all[29:25] <= X_all[29:25];
            Y_all[34:30] <= X_all[34:30];
            Y_all[39:35] <= X_all[39:35];
            Y_all[44:40] <= X_all[44:40];
            Y_all[49:45] <= X_all[49:45];
            Y_all[54:50] <= X_all[54:50];
            Y_all[59:55] <= X_all[59:55];
            Y_all[64:60] <= X_all[64:60];
            Y_all[69:65] <= X_all[69:65];
            Y_all[74:70] <= X_all[74:70];
            Y_all[79:75] <= X_all[79:75];
        end else if (dir == 1) begin
            Y_all[4:0] <= X_all[4:0];
            Y_all[9:5] <= X_all[24:20];
            Y_all[14:10] <= X_all[44:40];
            Y_all[19:15] <= X_all[64:60];
            Y_all[24:20] <= X_all[9:5];
            Y_all[29:25] <= X_all[29:25];
            Y_all[34:30] <= X_all[49:45];
            Y_all[39:35] <= X_all[69:65];
            Y_all[44:40] <= X_all[14:10];
            Y_all[49:45] <= X_all[34:30];
            Y_all[54:50] <= X_all[54:50];
            Y_all[59:55] <= X_all[74:70];
            Y_all[64:60] <= X_all[19:15];
            Y_all[69:65] <= X_all[39:35];
            Y_all[74:70] <= X_all[59:55];
            Y_all[79:75] <= X_all[79:75];
        end else if (dir == 2) begin
            Y_all[4:0] <= X_all[19:15];
            Y_all[9:5] <= X_all[14:10];
            Y_all[14:10] <= X_all[9:5];
            Y_all[19:15] <= X_all[4:0];
            Y_all[24:20] <= X_all[39:35];
            Y_all[29:25] <= X_all[34:30];
            Y_all[34:30] <= X_all[29:25];
            Y_all[39:35] <= X_all[24:20];
            Y_all[44:40] <= X_all[59:55];
            Y_all[49:45] <= X_all[54:50];
            Y_all[54:50] <= X_all[49:45];
            Y_all[59:55] <= X_all[44:40];
            Y_all[64:60] <= X_all[79:75];
            Y_all[69:65] <= X_all[74:70];
            Y_all[74:70] <= X_all[69:65];
            Y_all[79:75] <= X_all[64:60];
        end else if (dir == 3) begin
            Y_all[4:0] <= X_all[64:60];
            Y_all[9:5] <= X_all[44:40];
            Y_all[14:10] <= X_all[24:20];
            Y_all[19:15] <= X_all[4:0];
            Y_all[24:20] <= X_all[69:65];
            Y_all[29:25] <= X_all[49:45];
            Y_all[34:30] <= X_all[29:25];
            Y_all[39:35] <= X_all[9:5];
            Y_all[44:40] <= X_all[74:70];
            Y_all[49:45] <= X_all[54:50];
            Y_all[54:50] <= X_all[34:30];
            Y_all[59:55] <= X_all[14:10];
            Y_all[64:60] <= X_all[79:75];
            Y_all[69:65] <= X_all[59:55];
            Y_all[74:70] <= X_all[39:35];
            Y_all[79:75] <= X_all[19:15];
        end
    end
endmodule
module unRotateBoard(X_all, Y_all, dir);
    input [79:0] X_all;
    input [1:0] dir;
    output reg [79:0] Y_all;
    always @* begin
        if (dir == 0) begin
            Y_all[4:0] <= X_all[4:0];
            Y_all[9:5] <= X_all[9:5];
            Y_all[14:10] <= X_all[14:10];
            Y_all[19:15] <= X_all[19:15];
            Y_all[24:20] <= X_all[24:20];
            Y_all[29:25] <= X_all[29:25];
            Y_all[34:30] <= X_all[34:30];
            Y_all[39:35] <= X_all[39:35];
            Y_all[44:40] <= X_all[44:40];
            Y_all[49:45] <= X_all[49:45];
            Y_all[54:50] <= X_all[54:50];
            Y_all[59:55] <= X_all[59:55];
            Y_all[64:60] <= X_all[64:60];
            Y_all[69:65] <= X_all[69:65];
            Y_all[74:70] <= X_all[74:70];
            Y_all[79:75] <= X_all[79:75];
        end else if (dir == 1) begin
            Y_all[4:0] <= X_all[4:0];
            Y_all[24:20] <= X_all[9:5];
            Y_all[44:40] <= X_all[14:10];
            Y_all[64:60] <= X_all[19:15];
            Y_all[9:5] <= X_all[24:20];
            Y_all[29:25] <= X_all[29:25];
            Y_all[49:45] <= X_all[34:30];
            Y_all[69:65] <= X_all[39:35];
            Y_all[14:10] <= X_all[44:40];
            Y_all[34:30] <= X_all[49:45];
            Y_all[54:50] <= X_all[54:50];
            Y_all[74:70] <= X_all[59:55];
            Y_all[19:15] <= X_all[64:60];
            Y_all[39:35] <= X_all[69:65];
            Y_all[59:55] <= X_all[74:70];
            Y_all[79:75] <= X_all[79:75];
        end else if (dir == 2) begin
            Y_all[19:15] <= X_all[4:0];
            Y_all[14:10] <= X_all[9:5];
            Y_all[9:5] <= X_all[14:10];
            Y_all[4:0] <= X_all[19:15];
            Y_all[39:35] <= X_all[24:20];
            Y_all[34:30] <= X_all[29:25];
            Y_all[29:25] <= X_all[34:30];
            Y_all[24:20] <= X_all[39:35];
            Y_all[59:55] <= X_all[44:40];
            Y_all[54:50] <= X_all[49:45];
            Y_all[49:45] <= X_all[54:50];
            Y_all[44:40] <= X_all[59:55];
            Y_all[79:75] <= X_all[64:60];
            Y_all[74:70] <= X_all[69:65];
            Y_all[69:65] <= X_all[74:70];
            Y_all[64:60] <= X_all[79:75];
        end else if (dir == 3) begin
            Y_all[64:60] <= X_all[4:0];
            Y_all[44:40] <= X_all[9:5];
            Y_all[24:20] <= X_all[14:10];
            Y_all[4:0] <= X_all[19:15];
            Y_all[69:65] <= X_all[24:20];
            Y_all[49:45] <= X_all[29:25];
            Y_all[29:25] <= X_all[34:30];
            Y_all[9:5] <= X_all[39:35];
            Y_all[74:70] <= X_all[44:40];
            Y_all[54:50] <= X_all[49:45];
            Y_all[34:30] <= X_all[54:50];
            Y_all[14:10] <= X_all[59:55];
            Y_all[79:75] <= X_all[64:60];
            Y_all[59:55] <= X_all[69:65];
            Y_all[39:35] <= X_all[74:70];
            Y_all[19:15] <= X_all[79:75];
        end
    end
endmodule
module logic2048SingleLine(x0, x1, x2, x3, y0, y1, y2, y3, movable);
    input [4:0] x0, x1, x2, x3;
    output reg [4:0] y0, y1, y2, y3;
    output reg movable;
    always @* begin
        if (x0 == 0 && x1 == 0 && x2 == 0 && x3 == 0) begin
            y0 <= 0;
            y1 <= 0;
            y2 <= 0;
            y3 <= 0;
            movable <= 0;
        end else if (x0 == 0 && x1 == 0 && x2 == 0 && x3 != 0) begin
            y0 <= x3;
            y1 <= 0;
            y2 <= 0;
            y3 <= 0;
            movable <= 1;
        end else if (x0 == 0 && x1 == 0 && x2 != 0 && x3 == 0) begin
            y0 <= x2;
            y1 <= 0;
            y2 <= 0;
            y3 <= 0;
            movable <= 1;
        end else if (x0 == 0 && x1 != 0 && x2 == 0 && x3 == 0) begin
            y0 <= x1;
            y1 <= 0;
            y2 <= 0;
            y3 <= 0;
            movable <= 1;
        end else if (x0 != 0 && x1 == 0 && x2 == 0 && x3 == 0) begin
            y0 <= x0;
            y1 <= 0;
            y2 <= 0;
            y3 <= 0;
            movable <= 0;
        end else if (x0 == 0 && x1 == 0 && x2 != 0 && x3 != 0 && x2 != x3) begin
            y0 <= x2;
            y1 <= x3;
            y2 <= 0;
            y3 <= 0;
            movable <= 1;
        end else if (x0 == 0 && x1 != 0 && x2 == 0 && x3 != 0 && x1 != x3) begin
            y0 <= x1;
            y1 <= x3;
            y2 <= 0;
            y3 <= 0;
            movable <= 1;
        end else if (x0 != 0 && x1 == 0 && x2 == 0 && x3 != 0 && x0 != x3) begin
            y0 <= x0;
            y1 <= x3;
            y2 <= 0;
            y3 <= 0;
            movable <= 1;
        end else if (x0 == 0 && x1 != 0 && x2 != 0 && x3 == 0 && x1 != x2) begin
            y0 <= x1;
            y1 <= x2;
            y2 <= 0;
            y3 <= 0;
            movable <= 1;
        end else if (x0 != 0 && x1 == 0 && x2 != 0 && x3 == 0 && x0 != x2) begin
            y0 <= x0;
            y1 <= x2;
            y2 <= 0;
            y3 <= 0;
            movable <= 1;
        end else if (x0 != 0 && x1 != 0 && x2 == 0 && x3 == 0 && x0 != x1) begin
            y0 <= x0;
            y1 <= x1;
            y2 <= 0;
            y3 <= 0;
            movable <= 0;
        end else if (x0 == 0 && x1 == 0 && x2 != 0 && x3 != 0 && x2 == x3) begin
            y0 <= x2 + 1;
            y1 <= 0;
            y2 <= 0;
            y3 <= 0;
            movable <= 1;
        end else if (x0 == 0 && x1 != 0 && x2 == 0 && x3 != 0 && x1 == x3) begin
            y0 <= x1 + 1;
            y1 <= 0;
            y2 <= 0;
            y3 <= 0;
            movable <= 1;
        end else if (x0 != 0 && x1 == 0 && x2 == 0 && x3 != 0 && x0 == x3) begin
            y0 <= x0 + 1;
            y1 <= 0;
            y2 <= 0;
            y3 <= 0;
            movable <= 1;
        end else if (x0 == 0 && x1 != 0 && x2 != 0 && x3 == 0 && x1 == x2) begin
            y0 <= x1 + 1;
            y1 <= 0;
            y2 <= 0;
            y3 <= 0;
            movable <= 1;
        end else if (x0 != 0 && x1 == 0 && x2 != 0 && x3 == 0 && x0 == x2) begin
            y0 <= x0 + 1;
            y1 <= 0;
            y2 <= 0;
            y3 <= 0;
            movable <= 1;
        end else if (x0 != 0 && x1 != 0 && x2 == 0 && x3 == 0 && x0 == x1) begin
            y0 <= x0 + 1;
            y1 <= 0;
            y2 <= 0;
            y3 <= 0;
            movable <= 1;
        end else if (x0 == 0 && x1 != 0 && x2 != 0 && x3 != 0 && x1 != x2 && x2 != x3) begin
            y0 <= x1;
            y1 <= x2;
            y2 <= x3;
            y3 <= 0;
            movable <= 1;
        end else if (x0 != 0 && x1 == 0 && x2 != 0 && x3 != 0 && x0 != x2 && x2 != x3) begin
            y0 <= x0;
            y1 <= x2;
            y2 <= x3;
            y3 <= 0;
            movable <= 1;
        end else if (x0 != 0 && x1 != 0 && x2 == 0 && x3 != 0 && x0 != x1 && x1 != x3) begin
            y0 <= x0;
            y1 <= x1;
            y2 <= x3;
            y3 <= 0;
            movable <= 1;
        end else if (x0 != 0 && x1 != 0 && x2 != 0 && x3 == 0 && x0 != x1 && x1 != x2) begin
            y0 <= x0;
            y1 <= x1;
            y2 <= x2;
            y3 <= 0;
            movable <= 0;
        end else if (x0 == 0 && x1 != 0 && x2 != 0 && x3 != 0 && x1 == x2 && x2 != x3) begin
            y0 <= x1 + 1;
            y1 <= x3;
            y2 <= 0;
            y3 <= 0;
            movable <= 1;
        end else if (x0 != 0 && x1 == 0 && x2 != 0 && x3 != 0 && x0 == x2 && x2 != x3) begin
            y0 <= x0 + 1;
            y1 <= x3;
            y2 <= 0;
            y3 <= 0;
            movable <= 1;
        end else if (x0 != 0 && x1 != 0 && x2 == 0 && x3 != 0 && x0 == x1 && x1 != x3) begin
            y0 <= x0 + 1;
            y1 <= x3;
            y2 <= 0;
            y3 <= 0;
            movable <= 1;
        end else if (x0 != 0 && x1 != 0 && x2 != 0 && x3 == 0 && x0 == x1 && x1 != x2) begin
            y0 <= x0 + 1;
            y1 <= x2;
            y2 <= 0;
            y3 <= 0;
            movable <= 1;
        end else if (x0 == 0 && x1 != 0 && x2 != 0 && x3 != 0 && x1 != x2 && x2 == x3) begin
            y0 <= x1;
            y1 <= x2 + 1;
            y2 <= 0;
            y3 <= 0;
            movable <= 1;
        end else if (x0 != 0 && x1 == 0 && x2 != 0 && x3 != 0 && x0 != x2 && x2 == x3) begin
            y0 <= x0;
            y1 <= x2 + 1;
            y2 <= 0;
            y3 <= 0;
            movable <= 1;
        end else if (x0 != 0 && x1 != 0 && x2 == 0 && x3 != 0 && x0 != x1 && x1 == x3) begin
            y0 <= x0;
            y1 <= x1 + 1;
            y2 <= 0;
            y3 <= 0;
            movable <= 1;
        end else if (x0 != 0 && x1 != 0 && x2 != 0 && x3 == 0 && x0 != x1 && x1 == x2) begin
            y0 <= x0;
            y1 <= x1 + 1;
            y2 <= 0;
            y3 <= 0;
            movable <= 1;
        end else if (x0 == 0 && x1 != 0 && x2 != 0 && x3 != 0 && x1 == x2 && x2 == x3) begin
            y0 <= x1 + 1;
            y1 <= x3;
            y2 <= 0;
            y3 <= 0;
            movable <= 1;
        end else if (x0 != 0 && x1 == 0 && x2 != 0 && x3 != 0 && x0 == x2 && x2 == x3) begin
            y0 <= x0 + 1;
            y1 <= x3;
            y2 <= 0;
            y3 <= 0;
            movable <= 1;
        end else if (x0 != 0 && x1 != 0 && x2 == 0 && x3 != 0 && x0 == x1 && x1 == x3) begin
            y0 <= x0 + 1;
            y1 <= x3;
            y2 <= 0;
            y3 <= 0;
            movable <= 1;
        end else if (x0 != 0 && x1 != 0 && x2 != 0 && x3 == 0 && x0 == x1 && x1 == x2) begin
            y0 <= x0 + 1;
            y1 <= x2;
            y2 <= 0;
            y3 <= 0;
            movable <= 1;
        end else if (x0 != 0 && x1 != 0 && x2 != 0 && x3 != 0 && x0 != x1 && x1 != x2 && x2 != x3) begin
            y0 <= x0;
            y1 <= x1;
            y2 <= x2;
            y3 <= x3;
            movable <= 0;
        end else if (x0 != 0 && x1 != 0 && x2 != 0 && x3 != 0 && x0 == x1 && x1 != x2 && x2 != x3) begin
            y0 <= x0 + 1;
            y1 <= x2;
            y2 <= x3;
            y3 <= 0;
            movable <= 1;
        end else if (x0 != 0 && x1 != 0 && x2 != 0 && x3 != 0 && x0 != x1 && x1 == x2 && x2 != x3) begin
            y0 <= x0;
            y1 <= x1 + 1;
            y2 <= x3;
            y3 <= 0;
            movable <= 1;
        end else if (x0 != 0 && x1 != 0 && x2 != 0 && x3 != 0 && x0 == x1 && x1 == x2 && x2 != x3) begin
            y0 <= x0 + 1;
            y1 <= x2;
            y2 <= x3;
            y3 <= 0;
            movable <= 1;
        end else if (x0 != 0 && x1 != 0 && x2 != 0 && x3 != 0 && x0 != x1 && x1 != x2 && x2 == x3) begin
            y0 <= x0;
            y1 <= x1;
            y2 <= x2 + 1;
            y3 <= 0;
            movable <= 1;
        end else if (x0 != 0 && x1 != 0 && x2 != 0 && x3 != 0 && x0 == x1 && x1 != x2 && x2 == x3) begin
            y0 <= x0 + 1;
            y1 <= x2 + 1;
            y2 <= 0;
            y3 <= 0;
            movable <= 1;
        end else if (x0 != 0 && x1 != 0 && x2 != 0 && x3 != 0 && x0 != x1 && x1 == x2 && x2 == x3) begin
            y0 <= x0;
            y1 <= x1 + 1;
            y2 <= x3;
            y3 <= 0;
            movable <= 1;
        end else if (x0 != 0 && x1 != 0 && x2 != 0 && x3 != 0 && x0 == x1 && x1 == x2 && x2 == x3) begin
            y0 <= x0 + 1;
            y1 <= x2 + 1;
            y2 <= 0;
            y3 <= 0;
            movable <= 1;
        end else begin
            y0 <= 31;
            y1 <= 31;
            y2 <= 31;
            y3 <= 31; 
            movable <= 1;
        end
    end
endmodule
</file>
==> reports/results.tsv <==
metric	value	unit
XOR Share, Synth	8.403	%
Placed Area	20980	µm²
P_leak	7.991	nW
share of cells above drive strength 1	8.129	%
Crit path required time	14160	ps
Syn Std Cell Area	18450	µm²
final setup margin	2828	ps
die height	216.8	µm
Largest stage delay, worst path	740	ps
setup TNS	0	ps
CP Launch Point	movDir[0]	
cell area power density	23.51	nW/µm²
crit path max-delay cell type	dlxtn_1	
Port Buf Inserts	163	
final RePlAce weighted congestion	1.047	
ys flop type	dlxtn_1	
endpoints left unconstrained	160	
core area	45480	µm²
CP Depth	20	
CP Capture Point	board_after[12]	
Ports	163	
DR vias	23079	
post-CTS setup buffer count	0	
Detailed Route Iter0 Violations	3139	
worst-margin pin slew	1112	ps
tool warnings	44	
fraction of the mapped netlist area in adder cells	1.628	%
Worst Path Arrival	11330	ps
ao+oa area frac	34.72	%
vias in the first global route	20645	
Max Cap Viol	0	
cell count after synthesis	2692	
Die ar.	46980	µm²
post-cts sizing count	0	
first-pass GRT wire length	137000	µm
Max-slew headroom	23.93	%
dpl ws	3040	ps
total track usage	38.83	%
grt ovf	0	
synth warn	4	
Post-CTS Hold Fix Bufs	0	
distinct lib cells	107	
status	finished, final reports clean	
CP top delay family	buffers and inverters	
area grow syn2layout	13.79	%
Yosys reg bits	160	
fmax	0.06724	GHz
Avg WL per Cell	26.50	µm
HPWL after DPL	70920	µm
ys cells	2692	
register pins left without a clock	160	
Post-synth mux share	7.881	%
Crit Path Class	in2out	
total wire length	91640	µm
EDFF count, synth	0	
initial antenna violation count	2	
final count of hold timing violations	0	
post-route cell area	20990	µm²
Cell Chain, Critical Path	buf_6 -> buf_4 -> buf_4 -> mux2i_1 -> a21oi_1 -> dlxtn_1 -> inv_1 -> ha_1 -> or4b_1 -> nor2_1 -> o211ai_1 -> a21oi_1 -> or2_2 -> or3_1 -> a2111oi_0 -> o221ai_1 -> and2_1 -> o32ai_1 -> dlxtn_1 -> clkdlybuf4s50_1	
Max Slew Vio Count	0	
remaining routing DRC violations	0	
row count	78	
Final setup viols	0	
peak supply drop	0.02518	mV
asr flop ratio synth	0	%
DIE WIDTH	216.8	µm
Worst setup SP type	input pin	
Routed Antenna Nets	0	
Worst Setup End Kind	output pin	
YS chip area	18450	µm²
via-per-instance ratio	6.674	
top comb family, area	AND-OR/OR-AND gates	
simple-gate share of the synthesized area	27.53	%
largest net degree at the start of global routing	98	
synthesized area per cell	6.853	µm²
unrepaired setup endpoints after global routing	no	
fin crit share	84.02	%
FP Util	40.57	%
Crit path buffers/inverters	5	
CP max FO	68	
DR pass1 iterations	6	
Final min period	14870	ps
==> kinds of logic (layout without fill, tap and decap cells) <==
| kind of cell | Yosys count | after routing |
|---|---|---|
| other | 1 | 164 |
| AND/OR/NAND/NOR | 1010 | 1010 |
| AND-OR/OR-AND | 933 | 933 |
| latches | 160 | 160 |
| buffers and inverters | 298 | 301 |
| XOR/XNOR | 177 | 177 |
| multiplexers | 89 | 89 |
| adder cells (fa/ha/maj) | 24 | 24 |
==> sequential cells by signal, indices dropped and copies added, names as in the netlist <==
| register | flops |
|---|---|
| rb.Y_all | 80 |
| urb.Y_all | 80 |
==> layout by cell type, fill, tap and decap left out, drive strengths merged, types with 36 or more instances in the layout <==
| cell type | count |
|---|---|
| nand3 | 126 |
| o211ai | 56 |
| nor3 | 107 |
| xor2 | 52 |
| conb | 160 |
| nor2 | 283 |
| nand2 | 270 |
| a211oi | 38 |
| dlxtn | 160 |
| a221oi | 36 |
| o21ai | 174 |
| buf | 77 |
| mux4 | 43 |
| clkdlybuf4s50 | 161 |
| inv | 62 |
| o22ai | 72 |
| a21oi | 213 |
| xnor2 | 125 |
==> synth_stat cells (21+ instances only) <==
cell type / count / share of area (%)
xor2_1: 52 / 2.5
nand3_1: 122 / 3.3
o22ai_1: 70 / 2.4
o21a_1: 21 / 0.85
a31oi_1: 26 / 0.88
o21ai_0: 162 / 4.4
and2_1: 28 / 0.95
xnor2_1: 125 / 5.9
clkbuf_1: 137 / 2.8
mux2i_1: 26 / 1.4
nor2_1: 281 / 5.7
inv_1: 61 / 1.2
buf_1: 28 / 0.57
nand4_1: 27 / 0.92
o221ai_1: 32 / 1.5
dlxtn_1: 160 / 13
a211oi_1: 38 / 1.5
ha_1: 24 / 1.6
o211ai_1: 56 / 2.3
buf_2: 60 / 1.6
a221oi_1: 36 / 1.7
nand2_1: 267 / 5.4
o31ai_1: 28 / 1.1
nor3_1: 102 / 2.8
nor4_1: 28 / 0.95
a21oi_1: 212 / 5.8
mux4_2: 43 / 5.2
==> routing by layer <==
metal / part of all wire [%] / routed length [µm] / global-route usage, % / vias to the layer above
li1: - / - / - / 10411
met1: 42 / 38930 / 57.95 / 10934
met2: 43 / 39650 / 57.63 / 1549
met3: 11 / 10540 / 8.694 / 183
met4: 2.7 / 2503 / 8.192 / 2
met5: 0.019 / 17 / 0 / -
==> final cells by class <==
cell class                 instances  area (µm²)
fill                            4616       24480
sequential                       160        2402
inverter                          63       237.7
tap                              600       750.7
multi-input combinational       2393       15400
timing repair buffer             238        2197
antenna                            4       10.01
==> where the power goes <==
part | total [mW] | internal (mW) | switching, mW
sequential | 0.0746 | 0.0434 | 0.0312
combinational | 0.419 | 0.166 | 0.253
clock | 0.0000000368 | 0.0000000368 | 0
total | 0.493 | 0.209 | 0.285
==> stage by stage <==
stage	std cells	power, mW	util [%]
final	3458	0.4935	46.16
after global routing	3454	0.5216	46.14
after CTS	3454	0.4815	46.14
after detailed placement	3454	0.4799	46.14
after global placement	3454	0.4780	46.14
after floorplan	2851	0.3065	-
Power figures rest on the tool's default switching activity, not on a simulated workload.
